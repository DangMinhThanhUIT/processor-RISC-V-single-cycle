[flow/config.mk]
export PLATFORM = sky130hd
export DESIGN_NAME = ProgramCounter_add4
export DESIGN_NICKNAME = ProgramCounter_add4
export VERILOG_FILES = /design/flow/design.v
export SDC_FILE = /design/flow/constraint.sdc
export NUM_CORES = 4
export LEC_CHECK = 1
export CORE_AREA = 10 10 70 70
export DIE_AREA = 0 0 80 80
[flow/constraint.sdc]
current_design ProgramCounter_add4

set clk_period 6.8
set clk_io_pct 0.2

create_clock -name clk0 -period $clk_period

set non_clock_inputs [all_inputs -no_clocks]
set_input_delay [expr $clk_period * $clk_io_pct] -clock clk0 $non_clock_inputs
set_output_delay [expr $clk_period * $clk_io_pct] -clock clk0 [all_outputs]
[flow/design.v]
module ProgramCounter_add4(pc_in, pc_out);
	input [31:0] pc_in;
	output reg [31:0] pc_out;
	always @(pc_in) 
	begin
		if (pc_in == 32'hffffffff)
			pc_out = pc_in;
		else pc_out = pc_in + 4;
	end
endmodule 
[flow/run.sh]
#!/bin/bash
# OpenROAD 26Q1-2900-gdf79404cd8, Yosys 0.63+post, stock flow scripts
make -C /OpenROAD-flow-scripts/flow DESIGN_CONFIG=/design/flow/config.mk WORK_HOME=/design/flow/orfs finish
==> job_summary.md <==
## Synthesis and layout report

| Metric | Value |
|---|---|
| Status | complete, no violations |
| Proportion of layout cells with a drive suffix above 1 | 6.78% |
| DIE WIDTH | 80 µm |
| FP Util | 23.7% |
| Unique cell types | 27 |
| GR Util met1 | roughly an eighth |
| CORE AREA | 3420 µm² |
| Critical path startpoint category | input port |
| Post-synthesis average cell area | 6.97 µm² |
| Setup tns final | 0 ns |
| Post-CTS sizing | 0 |
| Critical path class | input port to output pin |
| Final number of setup-violating endpoints | 0 |
| GRT busiest layer | met2 |
| Chip area | 6400 µm² |
| Row count | 21 |
| WL per Instance | about 14 µm |
| Log Warnings | 32 |
| Met2 Use GR | between 15 and 20% |
| Initial DRC count | 39 |
| Synth area leader | xnor2_1 |
| Seq share, synth | 0% |
| Max Slew Vio Count | 0 |
| Setup ws final | between 1.5 and 2 ns |
| Power per cell area | around 43 nW/µm² |
| Number of port buffers | 64 |
| First-pass GRT wire length | between 5000 and 6000 µm |
| Inserted Diodes | 0 |
| Top area cell types | xnor2_1, nand4_1, nor4_4 |
| Worst-path maximum fanout | 9 |
| Final ANT Viol Nets | 0 |
| FF/Latch Area | 0 µm² |
| Mapped Cells | between 100 and 150 |
| YS warnings | 1 |
| Post-Route Utilization | 43.4% |
| # DRC | 0 |
| Drt total wl | 3140 µm |
| Met3 global-route usage | 3.98% |
| Remaining Overflow, GRT | 0 |
| Slew @ Worst Pin | 0.515 ns |
| Pre-CTS WS | around 1.8 ns |
| RSZ-0062 raised after global routing | no |
| Max_slew headroom | 65.4% |
| Clk_buf instances | 0 |
| Design Power | 0.0643 mW |
| CP Data Arrival Time | approximately 3.7 ns |
| GRT Total Usage | 9.67% |
| Via density | 4.84 |
| Final min period | between 5 and 6 ns |
| Vias | around 1.1k |
| Cell count in the Yosys report | 116 |
| Initial antenna violation count | 0 |
| Worst EP required | between 5 and 6 ns |
| CP endpoint kind | output pin |
| Hold_buf cts | 0 |
| Syn-to-layout area delta | 83.6% |
| Maxcap violations | 0 |
| Mapped Area | 808 µm² |
| Hold Crit Class | input port to output pin |
| Yosys Chip Area | 808 µm² |
| Final Cycle Share | 74.5% |
| Finished Layout Cells | 223 |
| IO Count | approximately 64 |
| Leakage | 0.517 nW |
| Largest net degree at the start of global routing | 10 |
| Post-synth top cells | nand4_1, xnor2_1, nand2_1 |
| Gpl congestion | 0.918 |
| Post CTS Setup Buffer Count | 0 |
| HPWL Detailed | 2760 µm |
| Maximum vdd drop | 0.0142 mV |
| Max-area cell share | 18.4% |
| First-pass iteration count of the detailed router | 4 |
| Final hold violation count | 0 |
| Flops | 0 |
| Fmax | 197 MHz |
| Inst Count DP | 223 |
| Die Ht | 80 µm |
| Vias in the first global route | around 1.1k |
## metal layers
metal,share of wire (%),vias up
met5,0,-
met1,41,473
met3,13,0
met2,46,42
met4,0,0
li1,-,565
## layout make-up
class	count	area (µm²)
fillers	356	1930
repair buffers	64	641
multi-input cells	110	774
well taps	46	57.6
inverters	3	11.3
## cells in the final DEF, fill, tap and decap left out, drive strengths merged, types with 2 or more instances in the layout
cell,count
nor4,4
xnor2,17
nor2,10
nor3,5
inv,2
and3,8
o21ai,3
and2,2
clkdlybuf4s50,64
and4,2
nand4,21
nand2,12
a21oi,7
xor2,6
nand3,8
## where the power goes
group	internal [mW]	switching, mW
Combinational	0.0417	0.0226
Clock	0	0
Sequential	0	0
## path summary, 6_finish.rpt
| check | cells after the start | slack [ns] | startpoint | endpoint |
|---|---|---|---|---|
| worst min-delay path | 2 | 3.55 | pc_in[0] | pc_out[0] |
| worst max-delay path | 7 | 1.74 | pc_in[9] | pc_out[29] |
## stage by stage
step           area, µm²  hold slack [ns]
2_1_floorplan        808             2.75
3_3_place_gp        1480             3.56
3_5_place_dp        1480             3.55
4_1_cts             1480             3.56
5_1_grt             1480             3.59
6_report            1480             3.55
## critical path, stage by stage
cell and delay, ns:
clkdlybuf4s50_1 0.62, nand4_4 0.19, nor4_4 0.54, and3_1 0.23, nand4_1 0.11, xnor2_1 0.17
clkdlybuf4s50_1 0.49
## cell families after synthesis
| logic type | synth area share [%] |
|---|---|
| xor+xnor | 24.9 |
| simple gates | 61.3 |
| fa+ha+maj | 1.55 |
| buf+inv | 4.18 |
| compound gates | 8.05 |
Power figures rest on the tool's default switching activity, not on a simulated workload.
