**design/flow/run.sh**
```bash
#!/bin/bash
# OpenROAD 26Q1-2900-gdf79404cd8, Yosys 0.63+post, stock flow scripts
make -C /OpenROAD-flow-scripts/flow DESIGN_CONFIG=/design/flow/config.mk WORK_HOME=/design/flow/orfs finish
```
**design/flow/config.mk**
```make
export PLATFORM = sky130hd
export DESIGN_NAME = ALU
export DESIGN_NICKNAME = ALU
export VERILOG_FILES = /design/flow/design.v
export SDC_FILE = /design/flow/constraint.sdc
export NUM_CORES = 4
export LEC_CHECK = 1
export CORE_UTILIZATION = 30
```
**design/flow/constraint.sdc**
```tcl
current_design ALU

set clk_period 14.6
set clk_io_pct 0.2

create_clock -name clk0 -period $clk_period

set non_clock_inputs [all_inputs -no_clocks]
set_input_delay [expr $clk_period * $clk_io_pct] -clock clk0 $non_clock_inputs
set_output_delay [expr $clk_period * $clk_io_pct] -clock clk0 [all_outputs]
```
**design/flow/design.v**
```verilog
module ALU(ALUcontrol, A, B, isZero, ALUResult);
	input [3:0] ALUcontrol;
	input [31:0] A, B;
	output reg [31:0] ALUResult;
	output isZero;
	always @(ALUcontrol or A or B)
	begin 
		case (ALUcontrol)
			0: ALUResult <= A & B;
			1: ALUResult <= A | B;
			2: ALUResult <= A + B;
			6: ALUResult <= A - B;
			7: ALUResult <= A < B ? 1 : 0;
			12: ALUResult <= ~(A | B);
			default: ALUResult <= 0;
		endcase
	end
	assign isZero = (ALUResult == 0);
endmodule 
```
==> results.cfg <==
; physical design summary
[sta]
hold_viol = 0
fin_tns_setup_ps = 0
period_used_pct = 72.5
setup_viol = 0
finalMaxSlewViolations = 0
rsz0062_at_grt = false
relSlewSlack_pct = 52.1
fmax_ghz = 0.0945
setup_ws_ps = 4020
finalCriticalPeriod_ps = 10580
tightestPinTransition_ps = 710

[hold_path]
worstHoldStart = B[29]
holdPathStages = 7
hold_path_class = primary input to primary output
hold_end = isZero

[place]
port_buffers = 101
place_area_sq_um = 7550
place_congestion = 1.00
pre_cts_ws_ps = 4060
dp_hpwl_mm = 20.0

[clock_tree]
cts_hold_repair.buffers = 0
ctsResizeCount = 0
cts_setup_buffers = 0

[synthesis]
topCellsByArea = ha_1 20%, a21oi_1 6.7%, inv_1 5.7%
yosys-stat-cells = 940
ys_area_sq_um = 6330
synth_cells = 940
ys_seq_share_pct = 0
top_area_share_pct = 20.0
yosys.area.top_type = ha_1
syn_area_sq_um = 6330
syn_avg_cell_area_sq_um = 6.74
yosysWarnings = 1
synthDistinctLibCells = 96

[detailed_routing]
ant_nets = 0
route.antenna.diode_count = 0
via_per_inst = 5.88
vias = 7457
drc = 0
avgRoutedWirePerCell_microns = 19.9
wl_mm = 25.2
firstDrtPassIters = 5
drt-initial-drc-count = 727

[floorplan]
fp-utilization_pct = 31.0
dieArea_sq_um = 21700
fp-row-count = 52
pin_count = 101
fp.dieW_microns = 147
coreArea_sq_um = 20400
die_y_microns = 147

[cells_and_area]
fin_util_pct = 37.0
clkbuf_count = 0
postLayoutCellArea_sq_um = 7550
syn_to_final_growth_pct = 19.3
seq_area_sq_um = 0
flop-count = 0
drive_gt1_share_pct = 6.31
fillers = 2209
mostFrequentLayoutCells = 101 x ha_1, 101 x clkdlybuf4s50_1, 96 x inv_1

[run]
tool_warnings = 101
maxCapViolCount = 0

[grt]
antenna_found_initial = 0
grt-ovfl-total = 0
grt_max_degree = 32
grt_pass1_wl_mm = 39.9
grt_use_total_pct = 23.5
grt_pass1_vias = 6985

[power_and_ir_drop]
power_leakage_nw = 3.25
total_power_w = 0.000287
p_per_area_nw_per_um2 = 38.0
p_sw_share_pct = 58.5
internal-power_w = 0.000119
switching_power_w = 0.000168
clkPwrFrac_pct = 0
power_frac_seq_pct = 0
comb_power_share_pct = 100.0
ir_drop_mv = 0.0156

[worst_setup_path]
max_stage_delay_ps = 560
crit_chain = clkdlybuf4s50_1 > inv_1 > ha_1 > a211oi_1 > o21ai_1 > a221oi_2 > nand4_1 > a31oi_1 > o311ai_1 > mux2_2 > a2111oi_0 > nand4b_1 > nor4b_2 > clkdlybuf4s50_1
worst_setup_path_end_kind = primary output
critPathTopFamily = AND-OR/OR-AND gates
cp_slowest_cell = ha_1
crit_arrival_ps = 7660
required_ps = 11680
critPathLaunchType = primary input
crit_fanout = 16
crit_cells = 14
critPathBufInv = 3
critPathKind = primary input to primary output
path_common_cell = clkdlybuf4s50_1

[outcome]
status = complete, no violations
==> through the flow <==
step | instances | hold WS [ps]
finish | 1269 | 7180
global route | 1269 | 7220
CTS | 1269 | 7170
detailed placement | 1269 | 7170
global placement | 1269 | 7170
floorplan | 940 | 6140
==> layout make-up <==
cell class,instances,area [sq um],area share (%)
inverter,96,360,4.77
multi-input combinational,788,5740,76.0
tap,270,338,4.47
timing repair buffer,115,1120,14.8
==> power groups by stage <==
stage | clock [W] | combinational (W) | sequential (W)
6_report | 0 | 0.000287 | 0
5_1_grt | 0 | 0.000313 | 0
4_1_cts | 0 | 0.000283 | 0
==> synthesized netlist by cell type (all sizes together), types with 8 or more instances <==
cell and instances:
o21bai 10, nand2b 17, o22ai 8, buf 23, and2 10, nor2b 13
nand3 15, nor2 89, clkbuf 33, a211oi 20, a221oi 19, nand4 12
a31oi 8, nor4 14, a21o 19, o21a 9, a21oi 87, nor3 17
or4 10, a221o 9, o31ai 9, nand2 63, inv 96, o211ai 15
ha 101, o21ai 57
==> logic make-up (layout without fill, tap and decap cells) <==
| group | count (synthesis) | after routing | synth area share, % |
|---|---|---|---|
| simple gates | 309 | 309 | 26.3 |
| mux | 7 | 7 | 1.15 |
| compound gates | 361 | 361 | 41.1 |
| xor+xnor | 8 | 8 | 1.11 |
| buf+inv | 152 | 211 | 9.82 |
| fa+ha+maj | 103 | 103 | 20.6 |
==> worst max-delay path by stage <==
stage                  from  endpoint  slack (ps)
after CTS             A[15]    isZero        4040
final                 A[15]    isZero        4020
after global routing   B[0]    isZero        3690
==> routing by layer <==
layer,GRT usage [%],wire length [microns],vias to the layer above
li1,-,-,3651
met1,34.7,11500,3383
met2,34.6,10600,362
met3,3.39,2100,61
met4,8.51,1000,0
met5,0,0,-
No activity file was given, so power comes from the tool's default toggle rates.
