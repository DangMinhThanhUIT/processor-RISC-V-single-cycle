===== /design/flow/config.mk =====
export PLATFORM = sky130hd
export DESIGN_NAME = ProgramCounter_AddImm
export DESIGN_NICKNAME = ProgramCounter_AddImm
export VERILOG_FILES = /design/flow/design.v
export SDC_FILE = /design/flow/constraint.sdc
export NUM_CORES = 4
export LEC_CHECK = 1
export CORE_UTILIZATION = 30

===== /design/flow/constraint.sdc =====
current_design ProgramCounter_AddImm

set clk_period 15.9
set clk_io_pct 0.2

create_clock -name clk0 -period $clk_period

set non_clock_inputs [all_inputs -no_clocks]
set_input_delay [expr $clk_period * $clk_io_pct] -clock clk0 $non_clock_inputs
set_output_delay [expr $clk_period * $clk_io_pct] -clock clk0 [all_outputs]

===== /design/flow/design.v =====
module ProgramCounter_AddImm(pc_in, imm, pc_out);
	input [31:0] pc_in, imm;
	output reg [31:0] pc_out;
	always @(pc_in) 
	begin
		if (pc_in == 32'hffffffff)
			pc_out = pc_in;
		else pc_out = pc_in + imm;
	end
endmodule 

===== /design/flow/run.sh =====
#!/bin/bash
# OpenROAD 26Q1-2900-gdf79404cd8, Yosys 0.63+post, stock flow scripts
make -C /OpenROAD-flow-scripts/flow DESIGN_CONFIG=/design/flow/config.mk WORK_HOME=/design/flow/orfs finish

==> flow_results.org <==
#+TITLE: Synthesis and PnR summary

** Setup path
- Type of origin of the critical path :: input port
- Per STA, the endpoint of the critical path is pc_out[26].
- The launch point of the critical path was reported as pc_in[0].
- Critical path start-end classification :: in -> out
- Critical Path Fanout Max :: 5
- Critical Path End Type :: primary output
- STA puts the critical path data required time at ~13000 ps.
- Data arrives at the worst endpoint at around 6300 ps.

** Final timing
- Pins over their slew limit :: 0
- Final number of hold-violating endpoints :: 0
- For the pin with the worst max-slew slack, the measured transition is 685 ps.
- The most critical hold endpoint after final layout shows a slack of approximately 7500 ps.
- Unrepaired setup endpoints after global routing :: no
- Max-slew headroom :: a little over half
- Number of endpoints failing setup at the final stage :: 0
- After layout, the minimum clock period comes to between 9000 and 10000 ps.
- Highest achievable clock rate :: around 0.11 GHz
- Post-route fraction of the period consumed by the critical path :: approximately 60%
- Total Neg Setup Slack :: 0 ps

** Yosys
- The cell area that synthesis handed to floorplanning was 2240 um2.
- Of all cell types, the one taking the most synthesized area is ha_1.
- The average instance in the mapped netlist occupies 6.68 um2.
- Per Yosys stat, the portion of area used by sequential elements is 0%.
- Sorting the synthesized cells by area gives the leading types as ha_1 (17%), nand2_1 (7.9%), a21oi_1 (7.4%).
- Mapped Cells :: around 340
- The synthesized design devotes to its leading area cell type 17.3% of total area.
- Warnings reported by Yosys during synthesis add up to 1.
- After synthesis, the chip area reported by Yosys is 2240 um2.
- Count of instantiated cells in the yosys netlist :: roughly 340
- The synthesized netlist contains around 63 unique library cells.

** Floorplan
- According to the floorplan log, the row count is 31.
- Area of the core region :: about 7200 um2
- The share of the core area taken by cells at floorplan is 31.0%.
- The die covers slightly below 8000 um2.
- In this run the count of I/O pins placed on the die edge is about 96.
- The die is 88.4 um tall.
- Per the OpenROAD floorplan log, the width of the die is 88.4 um.

** Outcome
- The flow ran to the end, and the final reports show no timing, DRC or antenna violations.

** Final layout
- The layout has 0 clock buffers.
- Area taken by multi-input logic gates :: 2100 um2
- The final layout contains a sequential cell count of 0.
- Most frequently placed logic cell in the final layout :: clkdlybuf4s50_1
- In this run the layout overhead on the synthesized area is reported as 42.9%.
- Per the layout area report, the register area comes to 0 um2.
- Layout cell share with drive strength beyond 1 :: ~4%
- Filler cell count :: approximately 770
- Most frequently placed logic cells in the final layout :: clkdlybuf4s50_1 (96), nand2_1 (47), a21oi_1 (33)

** Route
- The final route contains approximately 2800 vias.
- Routed wirelength normalized by instance count :: 14.8 um
- In the routed netlist, the antenna diode instances number 0.
- DRC violations left :: 0
- The detail route stage leaves a number of antenna-violating nets equal to 0.
- Final WL :: 7540 um
- Iteration-0 DRC count of the detailed router :: ~170
- The iteration count recorded for the first detailed-route pass is 4.
- After detailed routing, the number of vias per cell comes to roughly 5.5.

** GRT
- Via count of the first global-routing pass :: between 2000 and 3000
- First-pass GRT wire length :: around 12000 um
- Antenna violations before repair :: 0
- Total congestion overflow after global routing :: 0
- GRT Total Usage :: between 10% and 20%
- Entering global routing, the biggest net connects 37 pins.

** Flow run
- OpenROAD emitted warnings numbering 32.
- Maximum capacitance violations :: 0

** Clock tree
- Per the repair_timing log after CTS, setup buffers inserted total 0.
- Total of cells resized after clock tree synthesis :: 0
- In this run, post-CTS hold repair placed 0 buffers.

** Power and ir drop
- Across the VDD grid, the largest voltage drop is 0.0000181 V.
- For this design the ratio of total power to cell area is 42.2 nW/um2.
- The design draws ~0.00013 W.
- The script extracted a total leakage power of approximately 1.2 nW.

** Placement
- Number of port buffers :: approximately 96
- Gp weighted congestion :: between 0.9 and 1
- Final HPWL DP :: 6290 um

** Min path
- Path category of the worst min-delay check :: in -> out
-- area by class of cell --
cell class / count / share of cell area [%]
multi-input cells: 311 / 65.6
repair buffers: 96 / 30.0
well taps: 99 / 3.87
inverters: 4 / 0.469
-- synthesized netlist by cell type (5+ instances only) --
master    count
nand4_1      16
a31oi_1       8
a21oi_1      33
nand3_1      11
ha_1         31
nor2_1       15
clkbuf_1      9
nor3_1       12
o21ai_0      19
and2_1        8
a211oi_1      5
xnor2_1       6
xor2_1       11
o211ai_1      7
nand2_1      47
nor4_1        9
-- metal layers --
layer,routed length [um],track usage [%],up-vias
li1,-,-,1445
met5,0,0,-
met3,414,1.51,4
met4,35,0.880,0
met2,3470,32.7,88
met1,3620,29.5,1244
-- cell families after synthesis --
logic type / count (synthesis) / share of synthesized area (%)
buffers and inverters: 24 / 6.20
adder cells (fa/ha/maj): 32 / 18.2
multiplexers: 3 / 1.34
XOR/XNOR: 17 / 6.65
AND/OR/NAND/NOR: 146 / 34.3
AND-OR/OR-AND: 113 / 33.3
-- stage by stage --
stage | instances | setup WS, ps | area [um2] | util, %
detailed placement | 510 | 6400 | 3200 | 44.3
global placement | 510 | 6430 | 3200 | 44.3
finish | 510 | 6380 | 3200 | 44.3
global route | 510 | 6160 | 3200 | 44.3
CTS | 510 | 6380 | 3200 | 44.3
floorplan | 335 | 7650 | 2240 | -
-- power breakdown --
group / total [W] / internal, W / leakage [nW] / switching, W
Sequential: 0 / 0 / 0 / 0
Clock: 0 / 0 / 0 / 0
Combinational: 0.000135 / 0.0000755 / 1.22 / 0.0000594
Total: 0.000135 / 0.0000755 / 1.22 / 0.0000594
-- critical path, cell delays in order --
cell	delay, ps
clkdlybuf4s50_1	420
ha_1	250
fa_1	440
a211oi_1	320
o211ai_1	240
a211o_1	360
and3_1	220
o31a_1	240
o21ai_1	170
clkdlybuf4s50_1	500
-- worst min path at each step --
stage | from | endpoint | slack, ps | cells past startpoint
finish | imm[0] | pc_out[0] | 7480 | 4
global route | imm[0] | pc_out[0] | 7550 | 4
CTS | imm[0] | pc_out[0] | 7500 | 4
Power and IR drop assume default switching activity.
